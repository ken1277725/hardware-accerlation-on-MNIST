$ cat config.mk
export PLATFORM = sky130hd
export DESIGN_NAME = Seven_Segment_display
export DESIGN_NICKNAME = Seven_Segment_display
export VERILOG_FILES = /design/flow/design.v
export SDC_FILE = /design/flow/constraint.sdc
export NUM_CORES = 4
export LEC_CHECK = 1
export CORE_AREA = 10 10 80 80
export DIE_AREA = 0 0 90 90
$ cat constraint.sdc
current_design Seven_Segment_display

set clk_period 2.2
set clk_io_pct 0.2

create_clock -name clk0 -period $clk_period [get_ports {clk}]

set non_clock_inputs [all_inputs -no_clocks]
set_input_delay [expr $clk_period * $clk_io_pct] -clock clk0 $non_clock_inputs
set_output_delay [expr $clk_period * $clk_io_pct] -clock clk0 [all_outputs]
$ cat design.v
module DFF(clk, rst_n, Q, D);
    parameter width = 4;
    parameter init = 0;
    input clk, rst_n;
    input [width-1:0]D;
    output reg [width-1:0]Q;
    always@(posedge clk or posedge rst_n)begin
        if(rst_n)begin
            Q <= init;
        end else begin
            Q <= D;
        end
    end
endmodule
module Seven_Segment_display_decoder(BCD,DISPLAY);
    input [3:0] BCD;
    output reg [6:0] DISPLAY;
    always @* begin
        case (BCD)
            4'd0: DISPLAY = 7'b1000000;
            4'd1: DISPLAY = 7'b1111001;
            4'd2: DISPLAY = 7'b0100100;
            4'd3: DISPLAY = 7'b0110000;
            4'd4: DISPLAY = 7'b0011001;
            4'd5: DISPLAY = 7'b0010010;
            4'd6: DISPLAY = 7'b0000010;
            4'd7: DISPLAY = 7'b1111000;
            4'd8: DISPLAY = 7'b0000000;
            4'd9: DISPLAY = 7'b0010000;
            default: DISPLAY = 7'b1111111;
        endcase
    end
endmodule
module Seven_Segment_display(clk,reset,BCD,DIGIT,DISPLAY_OUT);
    input clk;
    input reset;
    input [15:0] BCD;
    output reg [3:0] DIGIT;
    output reg [6:0] DISPLAY_OUT;
    wire [6:0] DISPLAY [3:0];
    Seven_Segment_display_decoder SSDD0(BCD[3:0],DISPLAY[0]);
    Seven_Segment_display_decoder SSDD1(BCD[7:4],DISPLAY[1]);
    Seven_Segment_display_decoder SSDD2(BCD[11:8],DISPLAY[2]);
    Seven_Segment_display_decoder SSDD3(BCD[15:12],DISPLAY[3]);
    wire [2:0] curr_count;
    reg [2:0] next_count;
    DFF #(3,3'd0) SEG7DFF(clk,reset,curr_count,next_count);
    always @(*) begin
        case (curr_count)
            2'b00:begin
                next_count = 2'b01;
                DIGIT = 4'b1110;
                DISPLAY_OUT = DISPLAY[0];
            end
            2'b01:begin
                next_count = 2'b10;
                DIGIT = 4'b1101;
                DISPLAY_OUT = DISPLAY[1];
            end
            2'b10:begin
                next_count = 2'b11;
                DIGIT = 4'b1011;
                DISPLAY_OUT = DISPLAY[2];
            end
            2'b11:begin
                next_count = 2'b00;
                DIGIT = 4'b0111;
                DISPLAY_OUT = DISPLAY[3];
            end
        endcase
    end
endmodule
$ cat run.sh
#!/bin/bash
# OpenROAD 26Q1-2900-gdf79404cd8, Yosys 0.63+post, stock flow scripts
make -C /OpenROAD-flow-scripts/flow DESIGN_CONFIG=/design/flow/config.mk WORK_HOME=/design/flow/orfs finish
==> results.txt <==
Results of an implementation run.

The run finished, with violations left. The checks that failed: negative setup slack. The iteration-0 DRC count of the detailed router is 51. The standard-cell row count is 25. The post-CTS hold buffer count recorded in the log is 0. The type of element launching the critical path is an input pin.

After technology mapping, the gate count stands at 172. The total of warnings raised by yosys is 3. After its last routability iteration, the placer logged a weighted congestion of 0.8296. The number of buffers created by CTS is 3. The post-placement setup slack is -1.151 ns. Summing all placed instances gives a cell area of 1744 sq um. The library cells used most frequently in the layout, excluding fill and tap cells, are ha_1, nand2b_1, conb_1.

Max-slew check failures listed in the final report amount to 0. The final period demand of the worst path is 2.313 ns. After synthesis, the largest area contributor takes up 26.91% of total cell area. The number of filler instances in the final layout is 454. Final hold analysis gives a worst-case slack of 0.3808 ns. CTS placed an instance of clkbuf_8 at the clock tree root. The routed wire length per instance is 11.70 um.

The area added between synthesis and finish is 42.15%. Averaged over all synthesized cells, the footprint is 8.111 sq um. The run reported a max-capacitance violation count of 0.

The yosys synthesis chip area is 1395 sq um. The number of global-route vias before repair is 1154. The maximum clock frequency is 0.4324 GHz. TritonCTS built the clock tree. The final worst-path setup slack is -0.1125 ns. The count of pins on the block boundary is 29. The synthesized flop and latch total is 15. The path class of the lowest-slack min-delay path is in -> async. For reference, the clock transition at the flip-flops on the worst setup and hold paths is 0.03 ns.

The ratio of final minimum period to clock period is 105.1%. The leakage power figure is 0.8446 nW. The aggregate global routing overflow is 0. The HPWL after detailed placement is 2.470 mm. The count of unclocked register or latch pins is 13. The netlist area before placement is 1395 sq um.

The via count of the routed design is 1184. The overall chip area is 8100 sq um. The power per cell area is 198.4 nW/um^2.

Dividing the detail-routed via count by the number of cells gives 4.305. Setup repair after global routing could not meet its margin everywhere. The antenna diode count is 0. The initial antenna violation count is 0.

The critical path capture point type is a primary output. By instance count after routing, the leading logic cell type is ha_1. The worst voltage drop across the vdd grid is 0.09442 mV.

The count of endpoints without a timing constraint is 13. The total power of the final layout is 0.3934 mW. The main area contributors are ha_1, dlxtn_1, nand2b_1. The fraction of layout instances using a drive strength above 1 is 37.50%.

The total placed cells including tap cells is 270. CTS reports a maximum clock tree buffer depth of 2. Entering global routing, the biggest net connects 12 pins. The logs give a warning total of 52. The post-route cell area is 1983 sq um. The horizontal die dimension reported for this design is 90 um. Yosys mapped the design onto 39 distinct sky130hd cell types. In this run the number of H-tree levels came out at 1. The count of antenna-violating nets left after detailed routing is 0. The total routed wirelength is 3.217 mm. Hold-check failures listed in the final report amount to 0.

The die boundary height is 90 um. The cell type contributing the most total cell area after synthesis is ha_1. The number of remaining DRC errors is 0. The first TritonRoute pass finished after 4 iterations. The type of the setup path with the least slack is in -> out. The final non-filler cell total is 275. The pre-placement core utilization is 29.54%.

On the critical path the data arrives at 1.87 ns. The first global-routing pass estimated 5.513 mm of wire. The area of the core is 4723 sq um. In the final report, the number of endpoints failing setup comes to 6. The worst-path maximum fanout is 8.

The total track usage is 7.891%. The critical path endpoint has a required time of 1.76 ns. Buffers placed on the I/O ports in this run total 28. Yosys stat counts 172 cells in the synthesized netlist.
## final timing paths
check                             start             end  slack (ns)  cells past startpoint
setup / recovery                 BCD[5]  DISPLAY_OUT[3]       -0.11                      9
hold / removal                    reset    SEG7DFF.Q[0]        0.38                      2
setup reg to reg           SEG7DFF.Q[0]    SEG7DFF.Q[0]        0.72                      5
max in group asynchronous         reset    SEG7DFF.Q[1]        1.70                      2
## power breakdown
group / leakage, nW / switching, mW / internal, mW / total (mW)
logic: 0.691 / 0.103 / 0.0923 / 0.195
registers: 0.132 / 0.00102 / 0.0534 / 0.0545
clock network: 0.0216 / 0.0282 / 0.116 / 0.144
total: 0.845 / 0.132 / 0.261 / 0.393
## cells in the mapped netlist
cell / count
a21oi_1: 13
o221ai_1: 4
a31oi_1: 2
nand2b_4: 1
ha_1: 30
inv_2: 1
inv_1: 19
dfrtp_1: 2
o21ai_2: 1
nor3b_1: 2
dlxtn_1: 13
buf_2: 3
buf_6: 2
nor2b_1: 2
nand3_1: 1
conb_1: 1
nand3b_1: 1
o211ai_1: 1
nor2_1: 6
o21a_1: 5
o31a_1: 1
buf_4: 2
a211o_1: 1
a22oi_1: 1
nand2b_1: 16
o21ai_1: 3
or2_1: 2
xnor2_1: 1
a21oi_2: 1
o221ai_2: 1
mux2i_1: 1
nand2_1: 4
o31ai_4: 1
o21ai_0: 16
a32oi_1: 3
clkbuf_1: 2
o22ai_1: 2
mux2_4: 2
or2_2: 2
## layout make-up
class,instances,area (sq um),share of cell area (%)
Timing Repair Buffer,30,276.5,13.94
Multi-Input combinational cell,140,1230,62.02
Sequential cell,15,249.0,12.56
Tap cell,67,83.83,4.227
Inverter,20,102.6,5.173
Clock buffer,3,41.29,2.082
## timing repair
item	CTS	global route
gates resized	160	14
endpoints found under the setup margin	9	10
buffers inserted	1	1
pin swaps	19	6
gates cloned	1	0
## state kept, by name (all words and copies together), names as in the netlist
| register | flops |
|---|---|
| DIGIT | 4 |
| SEG7DFF.Q | 2 |
| DISPLAY_OUT | 7 |
| next_count | 2 |
## metrics by stage
step	TNS, ns	utilization [%]
CTS	-0.3845	41.85
global placement	-7.326	36.93
floorplan	0	-
detailed placement	-7.428	36.93
global route	-0.9441	41.99
finish	-0.2516	41.99
## critical path, cell delays in order
cell     delay [ns]
buf_12         0.10
inv_6          0.04
ha_2           0.15
mux2_4         0.27
o21ai_2        0.17
a31oi_1        0.08
o31a_1         0.30
dlxtn_1        0.22
buf_2          0.10
## layer usage
layer	routed length, um	track usage, %	part of all wire (%)	vias up
li1	-	-	-	647
met1	1723	11.96	54	519
met2	1412	12.11	44	16
met5	0	0	0	-
met3	65	0.9220	2.0	2
met4	15	0.6631	0.47	0
## cell families (layout without fill, tap and decap cells)
family	Yosys count	after routing	synth area share (%)
AOI/OAI and AO/OA	56	56	26.55
and+or+nand+nor	37	37	15.51
adders and majority gates	30	30	26.91
buffers and inverters	29	53	9.685
latches	13	13	13.99
muxes	3	3	2.870
DFF	2	2	3.588
other	1	13	0.2688
xor gates and xnor gates	1	1	0.6279
No activity file was given, so power comes from the tool's default toggle rates.
